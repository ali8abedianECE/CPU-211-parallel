`design/flow/run.sh`:
```
#!/bin/bash
# OpenROAD 26Q1-2900-gdf79404cd8, Yosys 0.63+post, stock flow scripts
make -C /OpenROAD-flow-scripts/flow DESIGN_CONFIG=/design/flow/config.mk WORK_HOME=/design/flow/orfs finish
```
`design/flow/config.mk`:
```
export PLATFORM = sky130hd
export DESIGN_NAME = ALU
export DESIGN_NICKNAME = ALU
export VERILOG_FILES = /design/flow/design.v
export SDC_FILE = /design/flow/constraint.sdc
export NUM_CORES = 4
export LEC_CHECK = 1
export CORE_UTILIZATION = 30
```
`design/flow/constraint.sdc`:
```
current_design ALU

set clk_period 14.1
set clk_io_pct 0.2

create_clock -name clk0 -period $clk_period

set non_clock_inputs [all_inputs -no_clocks]
set_input_delay [expr $clk_period * $clk_io_pct] -clock clk0 $non_clock_inputs
set_output_delay [expr $clk_period * $clk_io_pct] -clock clk0 [all_outputs]
```
`design/flow/design.v`:
```
module ALU(Ain, Bin, ALUop, out, Z);
    input [15:0] Ain, Bin;
    input [1:0] ALUop;
    output reg [15:0] out;
    output reg [2:0] Z;
    assign Z[0] = out === 16'd0 ? 1 : 0;
    assign Z[1] = out[15];
    always_comb begin 
        Z[2] = 1'b0; 
        case(ALUop) 
            2'b00: begin 
                out = Ain + Bin;
                if((Ain[15] & Bin[15] & ~out[15]) | ((~Ain[15] & ~Bin[15] & out[15]))) begin 
                    Z[2] = 1'b1; 
                end 
            end
            2'b01: begin 
                out = Ain - Bin;
                if((Ain[15] & ~Bin[15] & ~out[15]) | ((~Ain[15] & Bin[15] & out[15]))) begin 
                    Z[2] = 1'b1; 
                end 
            end
            2'b10: begin 
                out = Ain & Bin; 
            end
            2'b11: begin 
                out = ~Bin;
            end
            default: out = {16{1'bx}};
        endcase
    end
endmodule : ALU
```
==> Changelog: implementation <==
### Implementation results

* Switching Fraction at 0.493
* WP buf/inv at 3
* Gr usage total at 0.176
* Status: completed
* Post-DP HPWL at approximately 5100 um
* Number of detailed-route iterations in the first pass at 4
* Final setup TNS at 0 ps
* Relative slew slack at 0.547
* Cell count along the critical path at 14
* Max Fclk at roughly 110 MHz
* Chip Area at around 0.0076 mm^2
* Worst EP arrival at approximately 6600 ps
* GP Congestion at ~0.9
* NetSw at ~0.000057 W
* Synthesized area at roughly 0.0022 mm^2
* DIE WIDTH at slightly below 90 um
* Total tool warning count at 51
* Avg WL per Cell at 14.6 um
* Dominant cell area share at 0.201
* Antenna fix cells at 0
* Seq pwr share at 0
* Share of layout cells above drive strength 1 at 0.0522
* Largest net degree at the start of global routing at roughly 43
* Worst slew pin tran at just under 700 ps
* Vias in the first global route at between 2000 and 2500
* Largest area contributor in the netlist: ha_1
* Routed Antenna Nets at 0
* Top delay family on crit path: AND-OR/OR-AND gates
* FF+latch area at 0 um^2
* Register share after synthesis at 0
* CP required at roughly 11000 ps
* CP endpoint kind: output port
* Depth of the worst hold-timing path at 5
* Grt total ovfl at 0
* Via density at 5.25
* Core area at approximately 0.007 mm^2
* Area growth syn-to-layout at 24.5%
* Static Leak at between 1 and 1.5 nW
* Maximum vdd drop at 18.9 uV
* Setup CP Type: input port to output port
* FP Core Util at 0.315
* Power per standard cell area at approximately 43 mW/mm^2
* Mean area per synthesized cell at 7.09 um^2
* Row cnt at 30
* Gate Count Post-Synth at approximately 310
* Initial antenna violation count at 0
* Fin crit share at 0.667
* Layout sequential cell count at 0
* WL final at 6440 um
* Clock share of power at 0
* RSZ-0062 raised after global routing: false
* Synthesis area per yosys at around 0.0022 mm^2
* Gate power share at 1.000
* I/O pins at approximately 53
* Crit-path most repeated cell: clkdlybuf4s50_1
* Die Ht at roughly 87 um
* CP max-delay cell: clkdlybuf4s50_1
* CP peak stage delay at between 500 and 600 ps
* Count of final max-slew check failures at 0
* Cell variety after synth at 64
* Final setup fails at 0
* Number of max-cap violations at 0
* Post-synth area hogs: ha_1 (20%), inv_1 (6.2%), o21ai_0 (6.2%)
* CP Cell Sequence: clkdlybuf4s50_1 -> ha_1 -> inv_1 -> fa_1 -> or2_4 -> a221oi_4 -> o211ai_2 -> o41a_1 -> o221ai_2 -> a22oi_2 -> xor2_1 -> a211oi_1 -> nor4b_2 -> clkdlybuf4s50_1
* DR vias at ~2300
* Post-cts gate resize count at 0
* Ys Warns at 3
* First-pass GRT wire length at between 10000 and 15000 um
* Post-CTS setup buffers at 0
* Crit start category: input port
* Drc violations at 0
* # hold bufs at CTS at 0
* IO buf count at roughly 53
* Detailed Route Iter0 Violations at about 170
* Pwr Total at around 0.00012 W
* Worst hold margin at 6750 ps
* Clkbuf count at 0
* Hold Vio Cnt, Final at 0
* Worst hold path class: input port to output port
* Yosys cell count at approximately 310
* Maximum net fanout on the critical path at 4
* Min cycle time layout at between 9000 and 10000 ps
* Internal power at 0.0000589 W
[logic make-up (layout without fill, tap and decap cells)]
logic type / after synthesis / after routing / share of synthesized area
AOI/OAI and AO/OA: 100 / 100 / 0.319
and+or+nand+nor: 89 / 89 / 0.205
buffers and inverters: 53 / 91 / 0.123
adders and majority gates: 37 / 37 / 0.220
xor gates and xnor gates: 14 / 14 / 0.0564
muxes: 14 / 14 / 0.0771
[Yosys cell counts, types with 2 or more instances]
cell      number
a21o_1         4
o21ai_1        2
nand2b_1       4
a211oi_1       4
o31a_1         2
nor2_1        25
clkbuf_1       7
or2_2          3
mux2i_1       10
o21ai_0       27
nor3_1         7
o32a_1         2
nand3b_1       2
fa_1           2
nand3_1        2
ha_1          35
nand2_1       24
a221o_1        2
a31oi_1        4
nor2b_1        3
or3_1          3
xnor2_1       10
nor4_1         5
mux2_2         2
o21a_1         3
clkbuf_8       2
o21bai_1       3
buf_4          2
o22ai_1        2
buf_2          3
inv_1         36
a21oi_1       21
xor2_1         4
nand4_1        3
and3_1         2
mux4_2         2
o211ai_1       6
[tightest hold or removal path, delay by kind of cell]
family                 cells  cell delay (ps)
buffers and inverters      2              910
AOI/OAI and AO/OA          2              140
and+or+nand+nor            1               60
[cells in the final DEF, fill, tap and decap left out, drive strengths merged, types with 5 or more instances in the layout]
cell           count
ha                35
o21ai             29
xnor2             10
nor3               7
a21oi             22
o211ai             7
mux2i             10
clkdlybuf4s50     53
nand2             24
inv               36
nor4               5
nor2              25
[final cells by class]
type | count | area, um^2
timing repair buffer | 55 | 546
tap | 96 | 120
inverter | 36 | 135
multi-input combinational | 254 | 1910
fill | 711 | 4200
[through the flow]
| stage | util | std cells | setup slack (ps) | area (um^2) |
|---|---|---|---|---|
| after floorplan | - | 307 | 6150 | 2180 |
| after global placement | 0.392 | 441 | 4850 | 2710 |
| after detailed placement | 0.392 | 441 | 4760 | 2710 |
| after CTS | 0.392 | 441 | 4710 | 2710 |
| after global routing | 0.392 | 441 | 4480 | 2710 |
| final | 0.392 | 441 | 4690 | 2710 |
[final timing paths]
path / endpoint / from / slack [ps]
max: Z[0] / Bin[0] / 4690
min: out[13] / Bin[13] / 6750
[per-layer routing]
metal,track usage,vias up,part of all wire
li1,-,1179,-
met1,0.283,1044,0.50
met2,0.268,92,0.43
met3,0.0125,2,0.073
met4,0.0164,0,0.0034
met5,0,-,0
[power by group through the flow]
stage	clock network, W	registers [W]	logic (W)
finish	0	0	0.000116
CTS	0	0	0.000116
global route	0	0	0.000128
No activity file was given, so power comes from the tool's default toggle rates.
