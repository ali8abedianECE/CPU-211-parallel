===== flow/run.sh =====
#!/bin/bash
# OpenROAD 26Q1-2900-gdf79404cd8, Yosys 0.63+post, stock flow scripts
make -C /OpenROAD-flow-scripts/flow DESIGN_CONFIG=/design/flow/config.mk WORK_HOME=/design/flow/orfs finish

===== flow/config.mk =====
export PLATFORM = sky130hd
export DESIGN_NAME = PIPELINE_IDEX
export DESIGN_NICKNAME = PIPELINE_IDEX
export VERILOG_FILES = /design/flow/design.v
export SDC_FILE = /design/flow/constraint.sdc
export NUM_CORES = 4
export LEC_CHECK = 1
export CORE_UTILIZATION = 30

===== flow/constraint.sdc =====
current_design PIPELINE_IDEX

set clk_period 1.0
set clk_io_pct 0.2

create_clock -name clk0 -period $clk_period [get_ports {clk}]

set non_clock_inputs [all_inputs -no_clocks]
set_input_delay [expr $clk_period * $clk_io_pct] -clock clk0 $non_clock_inputs
set_output_delay [expr $clk_period * $clk_io_pct] -clock clk0 [all_outputs]

===== flow/design.v =====
module PIPELINE_IDEX(Rd,  Rn,  Rm,  opcode,  op,  cond,  ALUop,  shift,  sximm8,  sximm5,  data_in, PC, REGWRITE, VSEL2, SelectAIN, SelectBIn, loads,
                     RdP, RnP, RmP, opcodeP, opP, condP, ALUopP, shiftP, sximm8P, sximm5P, data_inP, PCP, REGWRITEP, VSEL2P, SelectAINP, SelectBInP, loadsP, 
                     Flush3, Stall3, clk); 
    input Flush3, Stall3, clk;
    input [2:0] Rd, Rn, Rm, opcode, cond;
    input [1:0] op, shift, ALUop; 
    input [15:0] sximm5, sximm8, data_in;
    input [8:0] PC;
    input REGWRITE, SelectAIN, SelectBIn, loads;
    input [1:0] VSEL2; 
    output [2:0] RdP, RnP, RmP, opcodeP, condP;
    output [1:0] opP, shiftP, ALUopP; 
    output [15:0] sximm5P, sximm8P, data_inP;
    output [8:0] PCP; 
    output REGWRITEP, SelectAINP, SelectBInP, loadsP;
    output [1:0] VSEL2P; 
    reg [2:0] RdP_CAL, RnP_CAL, RmP_CAL, opcodeP_CAL, condP_CAL;
    reg [1:0] opP_CAL, shiftP_CAL, ALUop_CAL; 
    reg [15:0] sximm5P_CAL, sximm8P_CAL, data_inP_CAL;
    reg [8:0] PCP_CAL; 
    reg REGWRITE_CALP, SelectAIN_CALP, SelectBIn_CALP, loads_CALP;
    reg [1:0] VSEL2_CALP; 
    assign RdP = RdP_CAL;
    assign RnP = RnP_CAL;
    assign RmP = RmP_CAL;
    assign opcodeP = opcodeP_CAL;
    assign condP = condP_CAL;
    assign opP = opP_CAL;
    assign shiftP = shiftP_CAL;
    assign sximm5P = sximm5P_CAL;
    assign sximm8P = sximm8P_CAL;
    assign data_inP = data_inP_CAL;
    assign ALUopP = ALUop_CAL;
    assign REGWRITEP = REGWRITE_CALP;
    assign SelectAINP = SelectAIN_CALP;
    assign SelectBInP = SelectBIn_CALP;
    assign loadsP = loads_CALP;
    assign VSEL2P = VSEL2_CALP;
    assign PCP = PCP_CAL;
    always_ff @(posedge clk) begin 
        if(Flush3) begin 
            RdP_CAL <= 3'd0;
            RnP_CAL <= 3'd0;
            RmP_CAL <= 3'd0;
            opcodeP_CAL <= 3'd0; 
            condP_CAL <= 3'd0;
            opP_CAL <= 2'd0;
            shiftP_CAL <= 2'd0;
            sximm5P_CAL <= 16'd0;
            sximm8P_CAL <= 16'd0; 
            data_inP_CAL <= 16'd0;
            PCP_CAL <= 9'd0;
            ALUop_CAL <= 2'd0;
            REGWRITE_CALP <= 1'b0;
            SelectAIN_CALP <= 1'b0;
            SelectBIn_CALP <= 1'b0;
            loads_CALP <= 1'b0;
            VSEL2_CALP <= 2'd0;
        end else if(Stall3) begin 
            RdP_CAL <= RdP_CAL;
            RnP_CAL <= RnP_CAL;
            RmP_CAL <= RmP_CAL;
            opcodeP_CAL <= opcodeP_CAL; 
            condP_CAL <= condP_CAL;
            opP_CAL <= opP_CAL;
            shiftP_CAL <= shiftP_CAL;
            sximm5P_CAL <= sximm5P_CAL;
            sximm8P_CAL <= sximm8P_CAL; 
            data_inP_CAL <= data_inP_CAL;
            PCP_CAL <= PCP_CAL; 
            ALUop_CAL <= ALUop_CAL;
            REGWRITE_CALP <= REGWRITE_CALP;
            SelectAIN_CALP <= SelectAIN_CALP;
            SelectBIn_CALP <= SelectBIn_CALP;
            loads_CALP <= loads_CALP;
            VSEL2_CALP <= VSEL2_CALP;
        end else begin 
            RdP_CAL <= Rd;
            RnP_CAL <= Rn;
            RmP_CAL <= Rm;
            opcodeP_CAL <= opcode; 
            condP_CAL <= cond;
            opP_CAL <= op;
            shiftP_CAL <= shift;
            sximm5P_CAL <= sximm5;
            sximm8P_CAL <= sximm8; 
            data_inP_CAL <= data_in;
            PCP_CAL <= PC; 
            ALUop_CAL <= ALUop;
            REGWRITE_CALP <= REGWRITE;
            SelectAIN_CALP <= SelectAIN;
            SelectBIn_CALP <= SelectBIn;
            loads_CALP <= loads;
            VSEL2_CALP <= VSEL2;
        end
    end
endmodule : PIPELINE_IDEX

==> impl_metrics.tcl <==
# implementation run metrics
set metrics [dict create \
    status "complete, no violations" \
    period_used_share 0.971 \
    edf_count 0 \
    ctsRootBufferMaster "clkbuf_8" \
    min_path_type "input pin to flip-flop" \
    top_cells_by_count "dfxtp_1, mux2i_1, nor2_1, buf_12, buf_2" \
    synthesis.area_um2 3040 \
    ant_nets 0 \
    firstDrtPassIters 4 \
    htree_num_levels 3 \
    top_cell_area_share 0.553 \
    synth-compound-area-share 0 \
    grt_use_total 0.133 \
    mux_share 0.276 \
    ir_drop_v 0.00100 \
    yosysTopAreaCell "dfxtp_1" \
    clockBufferDepth 2 \
    synthCells 271 \
    cp.required_ns 0.80 \
    dieWidth_um 103 \
    num_rows 36 \
    stdcell_count 582 \
    grt_max_degree 40 \
    drc 0 \
    yosysSeqAreaShare 0.553 \
    ys_area_um2 3040 \
    clock_sinks 84 \
    warnings 27 \
    detail_route.wl_per_cell_um 12.2 \
    finalSetupViolCount 0 \
    clk_pin_slew_worst_paths_ns 0.08 \
    chipArea_um2 10500 \
    start_kind "flip-flop" \
    fa_ha_area_frac 0 \
    synth_cell_types 7 \
    placed_area_um2 4800 \
    worstPathArrival_ns 0.77 \
    grt_pass1_vias 2401 \
    totalWireLength_um 7130 \
    hold_viol_final 0 \
    ys.flops 84 \
    io_buffers 170 \
    ys_top_logic_family "multiplexers" \
    path_class "flip-flop to output pin" \
    path_delay_family "flip-flops" \
    skew_ns 0 \
    die_height_um 103 \
    viasPerCell 4.18 \
    fin_util 0.484 \
    ys_async_sr_fraction 0 \
    placed_cells 562 \
    p_per_area_nw_per_um2 1570 \
    finalSetupTns_ns 0 \
    worst_pin_slew_ns 0.269 \
    cap_violations 0 \
    cts_tree "yes" \
    io_pins 171 \
    antenna_found_initial 0 \
    crit_slowest_cell "dfxtp_2" \
    syn_to_final_growth_pct 56.1 \
    fmax_mhz 1030 \
    ys_warn_count 1 \
    maxSlewHeadroom 0.821 \
    drt_iter0_drc 54 \
    rsz0062_at_grt "true" \
    dominantRegCellSynth "dfxtp_1" \
    core_area_um2 9820 \
    gp_congestion 0.770 \
    fin_area_um2 4750 \
    fin_hold_ws_ns 0.190 \
    critPathMaxStageDelay_ns 0.33 \
    grt_pass1_wl_um 10900 \
    numCtsBuffers 9 \
    p_leak_nw 2.32 \
    drive_gt1_frac 0.432 \
    ys_cells 271 \
    synth_area_per_cell_um2 11.2 \
    end_kind "output pin" \
    critPathBufInv 1 \
    period_minus_slack_ns 0.971 \
    synth-simple-area-share 0.104 \
    slew_viol_final 0 \
    path_max_fanout 2 \
    vias 2434 \
    dp_hpwl_um 5090 \
    antenna_cells 0 \
    overflow 0 \
    area_leaders "dfxtp_1, mux2i_1, nor2_1" \
    clkLatencyLatePin_ns 0.33 \
    fp_util 0.310 \
    ys_sh_xor 0 \
    path_cells "buf_2" \
]
worst paths after layout:
| kind | startpoint | end | slack (ns) | cells after the start |
|---|---|---|---|---|
| worst max-delay path | condP_CAL[1] | condP[1] | 0.03 | 1 |
| worst min-delay path | Stall3 | data_inP_CAL[15] | 0.19 | 3 |
| worst max register to register | SelectBIn_CALP | SelectBIn_CALP | 0.17 | 4 |
| worst min register to register | sximm5P_CAL[9] | sximm5P_CAL[9] | 0.48 | 2 |
layer usage:
layer,vias to the layer above,track usage,routed length [um]
met3,11,0.0434,780
met4,0,0.0253,116
li1,1237,-,-
met2,105,0.219,3240
met1,1081,0.175,3000
met5,-,0,0
layout by cell type, fill, tap and decap left out:
| cell | count |
|---|---|
| dfxtp_2 | 84 |
| clkdlybuf4s50_1 | 84 |
| mux2i_1 | 84 |
| clkbuf_1 | 3 |
| buf_4 | 8 |
| clkbuf_8 | 9 |
| buf_12 | 4 |
| buf_2 | 85 |
| nor2_1 | 84 |
| bufinv_16 | 3 |
| clkinvlp_4 | 1 |
registers in the layout (all words and copies together) (netlist names):
signal          cells
condP_CAL           3
sximm8P_CAL        16
shiftP_CAL          2
REGWRITE_CALP       1
VSEL2_CALP          2
ALUop_CAL           2
opP_CAL             2
sximm5P_CAL        16
SelectBIn_CALP      1
opcodeP_CAL         3
RmP_CAL             3
RdP_CAL             3
RnP_CAL             3
loads_CALP          1
data_inP_CAL       16
SelectAIN_CALP      1
PCP_CAL             9
metrics by stage:
step                total power, mW  setup WS [ns]
floorplan                      4.12         0.0801
global placement               4.86        -0.0167
detailed placement             4.88        -0.0367
CTS                            7.60       -0.00315
global route                   7.83        -0.0171
finish                         7.45         0.0286
cell families (layout without fill, tap and decap cells):
group | after synthesis | in the layout
DFF | 84 | 84
muxes | 84 | 84
and+or+nand+nor | 84 | 84
buffers and inverters | 19 | 197
area by class of cell:
| type | instances | area (um2) |
|---|---|---|
| clock buffers | 12 | 135 |
| clock inverters | 4 | 97.6 |
| repair buffers | 181 | 1410 |
| multi-input cells | 168 | 1160 |
| well taps | 133 | 166 |
| flip-flops and latches | 84 | 1790 |
| fillers | 938 | 5070 |
power by group:
| group | total [mW] | internal [mW] | switching, mW |
|---|---|---|---|
| clock network | 2.81 | 1.66 | 1.15 |
| registers | 3.67 | 3.58 | 0.0854 |
| logic | 0.975 | 0.653 | 0.322 |
repair_timing:
item | in CTS | in global routing
hold endpoints to repair | 0 | 0
setup endpoints to repair | 84 | 57
hold buffers | 0 | 0
cloned | 0 | 0
gates resized | 338 | 0
buffers inserted | 2 | 2
Power is estimated from default activity; no workload was simulated.
