**constraint.sdc**
```tcl
current_design regfile

set clk_period 2.7
set clk_io_pct 0.2

create_clock -name clk0 -period $clk_period [get_ports {clk}]

set non_clock_inputs [all_inputs -no_clocks]
set_input_delay [expr $clk_period * $clk_io_pct] -clock clk0 $non_clock_inputs
set_output_delay [expr $clk_period * $clk_io_pct] -clock clk0 [all_outputs]
```
**design.v**
```verilog
module MUX2a(out, input0, input1, select);
  parameter k = 1;
  input [k-1:0] input0, input1;
  output reg [k-1:0] out;
  input select; 
  always_comb begin
    case(select)
      0: out = input0;
      1: out = input1;
      default: out = {k{1'bx}};
    endcase
  end
endmodule : MUX2a
    module MUX8a(toRead, reg0, reg1, reg2, reg3, reg4, reg5, reg6, reg7, data_out);
    parameter k = 1; 
    input [k-1:0] reg0, reg1, reg2, reg3, reg4, reg5, reg6, reg7; 
    input [2:0] toRead;
    output reg [k-1:0] data_out; 
    always_comb begin 
        case(toRead)
            0: data_out = reg0;
            1: data_out = reg1;
            2: data_out = reg2;
            3: data_out = reg3;
            4: data_out = reg4;
            5: data_out = reg5;
            6: data_out = reg6;
            7: data_out = reg7; 
            default: data_out = {k{1'bx}};
        endcase
    end
endmodule : MUX8a
module Reg(in, load, clk, out);
  parameter k = 16;
  input [k-1:0] in;
  output wire [k-1:0] out;
  input clk, load;
  wire [k-1:0] outOfMux; 
  vDFF #(k) dff0(.in(outOfMux), .clk(clk), .out(out));
  MUX2a #(k) mux0(.out(outOfMux), .input0(out), .input1(in), .select(load));
endmodule : Reg
module dec(in, out);
    parameter n = 2; 
    parameter m = 4; 
    input [n-1:0] in; 
    output [m-1:0] out; 
    assign out = 1 << in;
endmodule : dec
module vDFF(in, clk, out);
  parameter k = 1;
  input [k-1:0] in;
  output reg [k-1:0] out;
  input clk;
  always_ff @(posedge clk) begin 
    out <= in;
  end
endmodule : vDFF
module regfile(data_in, writenum, write, RnNUM, RmNUM, RdNUM, RdNUMREAD, Rn, Rm, Rd, RdREAD, clk);
    input [15:0] data_in;
    input [2:0] writenum, RnNUM, RmNUM, RdNUM, RdNUMREAD;
    input write, clk;
    output wire [15:0] Rn, Rm, Rd, RdREAD;
    wire [15:0] R0, R1, R2, R3, R4, R5, R6, R7;
    wire [7:0] decoded_preand;
    wire [7:0] decoded_postand;
    MUX8a #(16) RMMUX(
        .toRead(RmNUM),
        .reg0(R0), .reg1(R1),
        .reg2(R2), .reg3(R3),
        .reg4(R4), .reg5(R5),
        .reg6(R6), .reg7(R7),
        .data_out(Rm)
    );
    MUX8a #(16) RNMUX(
        .toRead(RnNUM),
        .reg0(R0), .reg1(R1),
        .reg2(R2), .reg3(R3),
        .reg4(R4), .reg5(R5),
        .reg6(R6), .reg7(R7),
        .data_out(Rn)
    );
    MUX8a #(16) RDMUX(
        .toRead(RdNUM),
        .reg0(R0), .reg1(R1),
        .reg2(R2), .reg3(R3),
        .reg4(R4), .reg5(R5),
        .reg6(R6), .reg7(R7),
        .data_out(Rd)
    );
    MUX8a #(16) RD2(
        .toRead(RdNUMREAD),
        .reg0(R0), .reg1(R1),
        .reg2(R2), .reg3(R3),
        .reg4(R4), .reg5(R5),
        .reg6(R6), .reg7(R7),
        .data_out(RdREAD)
    );
    dec #(3, 8) decoder38(.in(writenum), .out(decoded_preand));
    assign decoded_postand = decoded_preand & {8{write}};
    Reg register0(.in(data_in), .load(decoded_postand[0]), .clk(clk), .out(R0));
    Reg register1(.in(data_in), .load(decoded_postand[1]), .clk(clk), .out(R1));
    Reg register2(.in(data_in), .load(decoded_postand[2]), .clk(clk), .out(R2));
    Reg register3(.in(data_in), .load(decoded_postand[3]), .clk(clk), .out(R3));
    Reg register4(.in(data_in), .load(decoded_postand[4]), .clk(clk), .out(R4));
    Reg register5(.in(data_in), .load(decoded_postand[5]), .clk(clk), .out(R5));
    Reg register6(.in(data_in), .load(decoded_postand[6]), .clk(clk), .out(R6));
    Reg register7(.in(data_in), .load(decoded_postand[7]), .clk(clk), .out(R7));
endmodule : regfile
```
**config.mk**
```make
export PLATFORM = sky130hd
export DESIGN_NAME = regfile
export DESIGN_NICKNAME = regfile
export VERILOG_FILES = /design/flow/design.v
export SDC_FILE = /design/flow/constraint.sdc
export NUM_CORES = 4
export LEC_CHECK = 1
export CORE_UTILIZATION = 50
```
**run.sh**
```bash
#!/bin/bash
# OpenROAD 26Q1-2900-gdf79404cd8, Yosys 0.63+post, stock flow scripts
make -C /OpenROAD-flow-scripts/flow DESIGN_CONFIG=/design/flow/config.mk WORK_HOME=/design/flow/orfs finish
```
==> flow_summary.toml <==
# implementation run metrics
[drt]
drtPass1Iterations = 7
via_per_inst = 6.60
postRouteAntennaNets = 0
drc = 0
drt_iter0_drc = 485
finalWirelength_um = 29200
route.vias.total = 7482
wl_per_cell_um = 25.7
antennaDiodeCount = 0

[power_and_ir_drop]
totalPowerFinal_mw = 5.68
pwr-share-seq_pct = 40.9
comb_power_share_pct = 20.9
leakage_nw = 4.52
clkPwrFrac_pct = 38.3
powerDensity_mw_per_mm2 = 497
p_int_mw = 4.17
switching_share_pct = 26.5
power.switching_mw = 1.51
ir_drop_mv = 0.628

[global_routing]
grt_pass1_vias = 7546
antenna_found_initial = 0
gr-total-overflow = 0
grt_max_degree = 26
grt.total_usage_pct = 37.8
grt_pass1_wl_um = 43300

[clock_tree]
ctsLongestPathBuffers = 2
root_buffer = "clkbuf_16"
cts_tree = "built"
clkTransAtPathRegs_ns = 0.06
cts_hold_buf = 0
numCtsBuffers = 17
cts.sink_count = 128
h-tree-depth = 4

[layout]
flop_area_sq_mm = 0.00384
final_util_pct = 72.0
area_growth_pct = 40.3
final_cell_mix = "edfxtp_1, nor2_1, buf_4"
nFillCells = 1048
layout-drive-gt1-share_pct = 31.7
comb_area_sq_mm = 0.00429
design_area_sq_mm = 0.0114
mostFrequentLayoutCell = "edfxtp_1"

[setup_path]
cp-start-kind = "input port"
crit_end = "RdREAD[2]"
cp.required_ns = 2.16
critPathCaptureType = "output port"
critical_path_class = "input port to output port"
crit_fanout = 8
cp.arrival_ns = 2.13
crit_start = "RdNUMREAD[0]"

[place]
dp_hpwl_um = 18700
gp_congestion = 0.969
placed_area_sq_mm = 0.0101
io_buffer_count = 96

[floorplanning]
core-area_sq_mm = 0.0159
die_h_um = 130
initCoreUtil_pct = 51.3
chipArea_sq_mm = 0.0168
fp.dieW_um = 130
num_rows = 46
num_io_pins = 97

[yosys]
async_flop_share_pct = 0
ys_seq_share_pct = 47.1
post_synth_num_cell_types = 44
syn_inst = 726
yosysWarnings = 3
synth.avg_cell_area_sq_um = 11.2
numSynthFlops = 128
synth-edff-count = 128
syn_area_sq_mm = 0.00815
ys_cells = 726
yosys_area_sq_mm = 0.00815
ff_type = "edfxtp_1"

[sta]
period_needed_ns = 2.67
setup_violations = 0
fin_crit_sh_pct = 98.8
rsz0062_at_grt = "true"
hold_viol = 0
fin_setup_tns_ns = 0
drv_slew = 0
fmax_ghz = 0.375
relSlewSlack_pct = 72.5
worst-slew-pin-transition_ns = 0.413

[job]
openroad.warnings = 27
maxCapViolCount = 0

[run_status]
status = "finished clean"

[worst_hold_path]
min_from = "data_in[3]"
min_path_type = "input port to flop"
## worst min path at each step
stage / endpoint / cells after the start
after CTS: register7.dff0.out[3]$_DFFE_PP_ / 1
after global routing: register5.dff0.out[6]$_DFFE_PP_ / 1
final: register7.dff0.out[3]$_DFFE_PP_ / 1
## routing by layer
layer	vias to the layer above	track usage (%)	share of wire (%)
met5	-	0.882	0
met4	0	12.5	3.3
met3	96	17.7	13
met2	528	55.4	46
met1	3607	52.2	38
li1	3251	-	-
## area by class of cell
class | instances | share of cell area, %
Sequential cell | 128 | 33.6
Clock inverter | 14 | 1.16
Clock buffer | 17 | 3.72
Timing Repair Buffer | 227 | 20.9
Multi-Input combinational cell | 510 | 37.5
Tap cell | 216 | 2.36
Inverter | 21 | 0.689
## metrics by stage
stage / setup slack, ns / hold slack (ns) / instances
6_report: 0.0335 / 0.843 / 1133
5_1_grt: -0.0394 / 0.861 / 1133
4_1_cts: 0.00194 / 0.830 / 1119
3_3_place_gp: -0.442 / 1.25 / 1082
3_5_place_dp: -0.437 / 1.27 / 1082
2_1_floorplan: 0.437 / 0.639 / 726
## synth_stat cells, drive strengths merged, types with 3 or more instances
master   number  share of area, %
o2bb2ai      11               1.2
inv          21              0.97
a31oi         4              0.31
mux2         35               4.9
a211oi        6              0.55
a211o         8              0.86
nor3b         7              0.78
mux4          9               2.5
nor2        123               5.7
a22o         33               3.5
nand2        19              0.87
edfxtp      128                47
or3           3              0.23
o22a          8              0.86
mux2i        79               9.7
a21oi        17               1.0
clkbuf       20              0.92
o21ai         7              0.43
o22ai         6              0.46
nor2b        10              0.80
nand3         5              0.31
buf          47               3.7
nand2b       11              0.84
a221oi       88               9.5
## cell families after synthesis
| family | after synthesis | share of synthesized area (%) |
|---|---|---|
| buffers and inverters | 88 | 5.54 |
| AOI/OAI and AO/OA | 198 | 19.8 |
| DFF | 128 | 47.1 |
| and+or+nand+nor | 189 | 10.4 |
| muxes | 123 | 17.1 |
## registers in the layout, summed over array words and instances, names as in the netlist
signal	count
register0.dff0.out	16
register7.dff0.out	16
register4.dff0.out	16
register6.dff0.out	16
register5.dff0.out	16
register2.dff0.out	16
register1.dff0.out	16
register3.dff0.out	16
## worst max-delay path: stages
cell             delay, ns
buf_2                 0.12
buf_6                 0.12
buf_12                0.13
or3_4                 0.46
buf_12                0.18
nor2_2                0.09
nor2_1                0.05
clkdlybuf4s50_1       0.42
## repair_timing
item / CTS / global route
gates cloned: 3 / 1
setup endpoints to repair: 64 / 50
hold endpoints to repair: 0 / 0
setup buffers: 3 / 13
pin swaps: 8 / 27
gates resized: 91 / 59
## power by group through the flow
stage         Combinational (mW)  Clock (mW)  Sequential [mW]
finish                      1.19        2.17             2.32
global route                1.26        2.28             2.33
CTS                         1.13        2.20             2.32
Power figures rest on the tool's default switching activity, not on a simulated workload.
